==> ./design.v <==
module vga_address_translator(x, y, mem_address);
	parameter RESOLUTION = "320x240";
	input [((RESOLUTION == "320x240") ? (8) : (7)):0] x; 
	input [((RESOLUTION == "320x240") ? (7) : (6)):0] y;	
	output reg [((RESOLUTION == "320x240") ? (16) : (14)):0] mem_address;
	wire [16:0] res_320x240 = ({1'b0, y, 8'd0} + {1'b0, y, 6'd0} + {1'b0, x});
	wire [15:0] res_160x120 = ({1'b0, y, 7'd0} + {1'b0, y, 5'd0} + {1'b0, x});
	always @(*)
	begin
		if (RESOLUTION == "320x240")
			mem_address = res_320x240;
		else
			mem_address = res_160x120[14:0];
	end
endmodule
module vga_controller(	vga_clock, resetn, pixel_colour, memory_address, 
		VGA_R, VGA_G, VGA_B,
		VGA_HS, VGA_VS, VGA_BLANK,
		VGA_SYNC, VGA_CLK);
	parameter BITS_PER_COLOUR_CHANNEL = 1;
	parameter MONOCHROME = "FALSE";
	parameter RESOLUTION = "320x240";
	parameter C_VERT_NUM_PIXELS  = 10'd480;
	parameter C_VERT_SYNC_START  = 10'd493;
	parameter C_VERT_SYNC_END    = 10'd494;  
	parameter C_VERT_TOTAL_COUNT = 10'd525;
	parameter C_HORZ_NUM_PIXELS  = 10'd640;
	parameter C_HORZ_SYNC_START  = 10'd659;
	parameter C_HORZ_SYNC_END    = 10'd754;  
	parameter C_HORZ_TOTAL_COUNT = 10'd800;	
	input vga_clock, resetn;
	input [((MONOCHROME == "TRUE") ? (0) : (BITS_PER_COLOUR_CHANNEL*3-1)):0] pixel_colour;
	output [((RESOLUTION == "320x240") ? (16) : (14)):0] memory_address;
	output reg [9:0] VGA_R;
	output reg [9:0] VGA_G;
	output reg [9:0] VGA_B;
	output reg VGA_HS;
	output reg VGA_VS;
	output reg VGA_BLANK;
	output VGA_SYNC, VGA_CLK;
	reg VGA_HS1;
	reg VGA_VS1;
	reg VGA_BLANK1; 
	reg [9:0] xCounter, yCounter;
	wire xCounter_clear;
	wire yCounter_clear;
	wire vcc;
	reg [((RESOLUTION == "320x240") ? (8) : (7)):0] x; 
	reg [((RESOLUTION == "320x240") ? (7) : (6)):0] y;	
	assign vcc =1'b1;
	always @(posedge vga_clock or negedge resetn)
	begin
		if (!resetn)
			xCounter <= 10'd0;
		else if (xCounter_clear)
			xCounter <= 10'd0;
		else
		begin
			xCounter <= xCounter + 1'b1;
		end
	end
	assign xCounter_clear = (xCounter == (C_HORZ_TOTAL_COUNT-1));
	always @(posedge vga_clock or negedge resetn)
	begin
		if (!resetn)
			yCounter <= 10'd0;
		else if (xCounter_clear && yCounter_clear)
			yCounter <= 10'd0;
		else if (xCounter_clear)		 
			yCounter <= yCounter + 1'b1;
	end
	assign yCounter_clear = (yCounter == (C_VERT_TOTAL_COUNT-1)); 
	always @(*)
	begin
		if (RESOLUTION == "320x240")
		begin
			x = xCounter[9:1];
			y = yCounter[8:1];
		end
		else
		begin
			x = xCounter[9:2];
			y = yCounter[8:2];
		end
	end
	vga_address_translator controller_translator(
					.x(x), .y(y), .mem_address(memory_address) );
		defparam controller_translator.RESOLUTION = RESOLUTION;
	always @(posedge vga_clock)
	begin
		VGA_HS1 <= ~((xCounter >= C_HORZ_SYNC_START) && (xCounter <= C_HORZ_SYNC_END));
		VGA_VS1 <= ~((yCounter >= C_VERT_SYNC_START) && (yCounter <= C_VERT_SYNC_END));
		VGA_BLANK1 <= ((xCounter < C_HORZ_NUM_PIXELS) && (yCounter < C_VERT_NUM_PIXELS));	
		VGA_HS <= VGA_HS1;
		VGA_VS <= VGA_VS1;
		VGA_BLANK <= VGA_BLANK1;	
	end
	assign VGA_SYNC = vcc;
	assign VGA_CLK = vga_clock;
	integer index;
	integer sub_index;
	always @(pixel_colour)
	begin		
		VGA_R <= 'b0;
		VGA_G <= 'b0;
		VGA_B <= 'b0;
		if (MONOCHROME == "FALSE")
		begin
			for (index = 10-BITS_PER_COLOUR_CHANNEL; index >= 0; index = index - BITS_PER_COLOUR_CHANNEL)
			begin
				for (sub_index = BITS_PER_COLOUR_CHANNEL - 1; sub_index >= 0; sub_index = sub_index - 1)
				begin
					VGA_R[sub_index+index] <= pixel_colour[sub_index + BITS_PER_COLOUR_CHANNEL*2];
					VGA_G[sub_index+index] <= pixel_colour[sub_index + BITS_PER_COLOUR_CHANNEL];
					VGA_B[sub_index+index] <= pixel_colour[sub_index];
				end
			end	
		end
		else
		begin
			for (index = 0; index < 10; index = index + 1)
			begin
				VGA_R[index] <= pixel_colour[0:0];
				VGA_G[index] <= pixel_colour[0:0];
				VGA_B[index] <= pixel_colour[0:0];
			end	
		end
	end
endmodule
==> ./run.sh <==
#!/bin/bash
# OpenROAD 26Q1-2900-gdf79404cd8, Yosys 0.63+post, stock flow scripts
make -C /OpenROAD-flow-scripts/flow DESIGN_CONFIG=/design/flow/config.mk WORK_HOME=/design/flow/orfs finish
==> ./config.mk <==
export PLATFORM = sky130hd
export DESIGN_NAME = vga_controller
export DESIGN_NICKNAME = vga_controller
export VERILOG_FILES = /design/flow/design.v
export SDC_FILE = /design/flow/constraint.sdc
export NUM_CORES = 4
export LEC_CHECK = 1
export CORE_AREA = 10 10 114 114
export DIE_AREA = 0 0 124 124
==> ./constraint.sdc <==
current_design vga_controller

set clk_period 5.4
set clk_io_pct 0.2

create_clock -name clk0 -period $clk_period [get_ports {vga_clock}]

set non_clock_inputs [all_inputs -no_clocks]
set_input_delay [expr $clk_period * $clk_io_pct] -clock clk0 $non_clock_inputs
set_output_delay [expr $clk_period * $clk_io_pct] -clock clk0 [all_outputs]
==> flow_metrics.tcl <==
# metrics dict for downstream scripts
set metrics [dict create \
    placementRows 37 \
    ys_area_um2 1990 \
    synthArstFlopShare_pct 76.9 \
    ys_seq_share_pct 31.2 \
    synth.avg_cell_area_um2 9.46 \
    crit_path_end_kind "output pin" \
    die_h_um 124 \
    crit_start "yCounter[1]$_DFFE_PN0P_" \
    p_leak_nw 0.979 \
    crit_type "reg2out" \
    ys_ff 26 \
    via_per_inst 3.96 \
    skew_ns 0.00310 \
    tightest_slew_ns 0.871 \
    grt_overflow 0 \
    dieArea_um2 15400 \
    outcome "finished clean" \
    drive_gt1_share_pct 5.03 \
    relSlewSlack_pct 41.5 \
    wl_per_cell_um 11.3 \
    cts_tree "done" \
    io_buffers 22 \
    grt_max_degree 21 \
    top_area_cell "dfrtp_1" \
    fin_tns_setup_ns 0 \
    antenna_found_initial 0 \
    fmax_ghz 0.223 \
    rsz0062_at_grt "false" \
    ys_cells 210 \
    die_w_um 124 \
    cts_resized 0 \
    cp_max_fo 8 \
    n_antenna_cell 0 \
    synth_area_um2 1990 \
    num_vias 1325 \
    clock.latency.late_pin_ns 0.37 \
    min_path_type "reg2reg" \
    period_needed_ns 4.49 \
    drc_errors 0 \
    yosys_warnings 2 \
    ff2ff_path_depth 5 \
    hold_viol_final 0 \
    ant_nets 0 \
    setup_viol 0 \
    drv_slew 0 \
    postCtsSetupRepairBufs 0 \
    rr_endpoint "yCounter[4]$_DFFE_PN0P_" \
    timing.rr.start "xCounter[1]$_DFF_PN0_" \
    grt_pass1_wl_um 6390 \
    start_kind "flip-flop" \
    ios 57 \
    dr.pass1.iters 4 \
    core-area_um2 10400 \
    powerDensity_nw_per_um2 181 \
    endpoint "memory_address[15]" \
    wl_um 3770 \
    fp_util_pct 19.1 \
    yosysUniqueCellTypes 40 \
    hold_buffers 0 \
    syn_inst 210 \
    fin_area_um2 2170 \
    placed_area_um2 2080 \
    edf_count 0 \
    max-cap-violations 0 \
    gp_congestion 0.831 \
    place_hpwl_um 2800 \
    ff_type "dfrtp_1" \
    finalCritPeriodShare_pct 83.2 \
    ir_drop_mv 0.0868 \
    globalRouteTotalUtil_pct 4.99 \
    worstPathArrival_ns 3.41 \
    clk_pin_slew_ns 0.09 \
    grt_pass1_vias 1333 \
    top_cells_by_area "dfrtp_1 (25%), buf_4 (15%), ha_1 (14%), dfxtp_1 (6.0%), xnor2_1 (4.4%)" \
    top_cell_area_share_pct 25.2 \
    warnings 31 \
    syn_to_final_growth_pct 9.32 \
    required_ns 4.32 \
    drt_iter0_drc 19 \
    r2r_slack_ns 2.98 \
]
[how the worst min path moves through the flow]
stage | startpoint | endpoint | slack [ns] | depth (start not counted)
6_report | VGA_BLANK1$_DFF_P_ | VGA_BLANK$_DFF_P_ | 0.33 | 0
5_1_grt | VGA_VS1$_DFF_P_ | VGA_VS$_DFF_P_ | 0.34 | 0
4_1_cts | VGA_BLANK1$_DFF_P_ | VGA_BLANK$_DFF_P_ | 0.33 | 0
[kinds of logic after synthesis]
logic type      Yosys count  share of synthesized area (%)
buf+inv                  53                           17.8
simple gates             52                           15.2
compound gates           37                           12.0
flops                    26                           31.2
fa+ha+maj                24                           15.9
xor+xnor                 15                           6.61
mux                       2                           1.07
other cells               1                          0.189
[per-stage QoR]
step | setup slack [ns] | std cells | utilization [%] | total power [mW] | hold WS (ns)
floorplan | 1.52 | 210 | - | 0.220 | 0.310
global placement | 1.25 | 328 | 19.9 | 0.214 | 0.314
detailed placement | 1.25 | 328 | 19.9 | 0.214 | 0.312
CTS | 0.876 | 335 | 20.9 | 0.402 | 0.333
global route | 0.620 | 335 | 20.9 | 0.415 | 0.338
finish | 0.907 | 335 | 20.9 | 0.394 | 0.332
[worst max-delay path, stage by stage, from the launching register on]
cell and delay (ns):
dfrtp_1 0.47, inv_1 0.16, fa_1 0.55, inv_1 0.07, fa_1 0.48, a211oi_1 0.29, nor2_1 0.12, o31ai_1 0.28
xnor2_1 0.15, clkdlybuf4s50_1 0.48
[report_power, final]
| group | switching (mW) | total, mW | internal, mW |
|---|---|---|---|
| sequential | 0 | 0.194 | 0.194 |
| clock | 0.0713 | 0.196 | 0.125 |
| combinational | 0.00309 | 0.00420 | 0.00111 |
| total | 0.0744 | 0.394 | 0.319 |
[cells in the final DEF, fill, tap and decap left out, types with 6 or more instances in the layout]
master	Yosys	routed
a21oi_1	7	7
dfrtp_1	20	20
clkdlybuf4s50_1	0	22
xnor2_1	10	10
inv_1	12	12
dfxtp_1	6	6
nand4_1	8	8
nor2_1	11	11
clkbuf_8	0	7
o21ai_0	10	10
nand3_1	10	10
ha_1	22	22
[Yosys cell counts, types with 2 or more instances]
| cell | number |
|---|---|
| xor2_1 | 5 |
| a211oi_1 | 5 |
| nand4_1 | 8 |
| nor3_1 | 2 |
| nand3_1 | 10 |
| dfrtp_1 | 20 |
| a21oi_1 | 7 |
| a21boi_0 | 2 |
| nand2_1 | 5 |
| o21bai_1 | 3 |
| nor2_1 | 11 |
| xnor2_1 | 10 |
| and4_1 | 2 |
| and3_1 | 5 |
| dfxtp_1 | 6 |
| o31ai_1 | 3 |
| fa_1 | 2 |
| o21ai_0 | 10 |
| buf_4 | 39 |
| inv_1 | 12 |
| a21o_1 | 2 |
| nand2b_1 | 2 |
| ha_1 | 22 |
[sequential cells by signal, indices dropped and copies added, names as in the netlist]
register    flops
VGA_BLANK       1
VGA_BLANK1      1
VGA_HS          1
VGA_HS1         1
VGA_VS          1
VGA_VS1         1
xCounter       10
yCounter       10
[layout make-up]
type                            count  area (µm²)
Fill cell                        1109        8240
Multi-Input combinational cell    131        1010
Sequential cell                    26         621
Timing Repair Buffer               22         218
Tap cell                          136         170
Clock buffer                        8         106
Inverter                           12        45.0
[layer usage]
layer	wire length, µm	vias up	GRT usage [%]	part of all wire, %
li1	-	672	-	-
met1	1640	631	6.04	44
met2	1870	15	8.51	50
met3	193	7	1.38	5.1
met4	62	0	1.44	1.6
met5	0	-	0	0
Power is estimated from default activity; no workload was simulated.
