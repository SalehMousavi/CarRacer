==> flow/run.sh <==
#!/bin/bash
# OpenROAD 26Q1-2900-gdf79404cd8, Yosys 0.63+post, stock flow scripts
make -C /OpenROAD-flow-scripts/flow DESIGN_CONFIG=/design/flow/config.mk WORK_HOME=/design/flow/orfs finish
==> flow/constraint.sdc <==
current_design keyboardWithFlags

set clk_period 1.0
set clk_io_pct 0.2

create_clock -name clk0 -period $clk_period [get_ports {CLOCK_50}]
create_clock -name clk1 -period $clk_period [get_ports {PS2_CLOCK}]

set non_clock_inputs [all_inputs -no_clocks]
set_input_delay [expr $clk_period * $clk_io_pct] -clock clk0 $non_clock_inputs
set_output_delay [expr $clk_period * $clk_io_pct] -clock clk0 [all_outputs]
==> flow/config.mk <==
export PLATFORM = sky130hd
export DESIGN_NAME = keyboardWithFlags
export DESIGN_NICKNAME = keyboardWithFlags
export VERILOG_FILES = /design/flow/design.v
export SDC_FILE = /design/flow/constraint.sdc
export NUM_CORES = 4
export LEC_CHECK = 1
export CORE_AREA = 10 10 82 82
export DIE_AREA = 0 0 92 92
==> flow/design.v <==
module keyboardWithFlags(
	input PS2_CLOCK,
	input PS2_DATA,
	input RESET,
	input CLOCK_50,
	output reg flag_W,
	output reg flag_A,
	output reg flag_S,
	output reg flag_D
	);
	reg isBreak;
	wire [7:0] keyPressed;
	wire begin_test;
	wire idle_test;
	wire clear_test;
	wire parity_test;
	wire output_test;
	wire timeoutTest;
	wire [10:0] fullTransmission;
	keyboard u3(
		.clock_50(CLOCK_50),
		.RESET(RESET),
		.PS2_DATA(PS2_DATA),
		.PS2_CLOCK(PS2_CLOCK),
		.validKey(output_test),
		.outputKey(keyPressed),
		.beginTest(begin_test),
		.idleTest(idle_test),
		.fullTransmission(fullTransmission),
		.parityTest(parity_test),
		.clearTest(clear_test),
		.timeoutTest(timeoutTest)
	);
	always@ (posedge RESET, posedge output_test)
	begin
		if(RESET == 1)
		begin
			flag_W = 1'b0;
			flag_A = 1'b0;
			flag_S = 1'b0;
			flag_D = 1'b0;
			isBreak = 1'b0;
		end 
		else
		begin
			if(isBreak == 1)
			begin
				isBreak = 1'b0;
				if (keyPressed == 8'hF0)
					isBreak = 1'b1;
				else if(keyPressed == 8'h1C)
					flag_A = 1'b0;
				else if(keyPressed == 8'h1D)
					flag_W = 1'b0;
				else if(keyPressed == 8'h1B)
					flag_S = 1'b0;
				else if(keyPressed == 8'h23)
					flag_D = 1'b0;
			end
			else if (keyPressed == 8'hF0)
				isBreak = 1'b1;
			else if(keyPressed == 8'h1C)
				flag_A = 1'b1;
			else if(keyPressed == 8'h1D)
				flag_W = 1'b1;
			else if(keyPressed == 8'h1B)
				flag_S = 1'b1;
			else if(keyPressed == 8'h23)
				flag_D = 1'b1;
		end		
	end
endmodule
module keyboard(
	input PS2_CLOCK,
	input PS2_DATA,
	input RESET,
	input clock_50,
	output validKey,
	output [7:0] outputKey,
	output idleTest,
	output beginTest,
	output parityTest,
	output clearTest,
	output timeoutTest,
	output [10:0] fullTransmission
	);
	wire resetEnableSREG;
	wire [10:0] output_Wire_SREG;
	wire [7:0] characterFound;
	wire timeOutEn;
	assign fullTransmission = output_Wire_SREG;
	assign clearTest = resetEnableSREG;
	controlPath cpath(
		.reset(RESET),
		.lastBit(output_Wire_SREG[0]),
		.resetEnable(resetEnableSREG),
		.keyFound(validKey),
		.clock_50(clock_50),
		.idleTest(idleTest),
		.beginTest(beginTest),
		.full_data(output_Wire_SREG[10:0]),
		.parityTest(parityTest),
		.timeoutTest(timeoutTest),
		.timeOut(timeOutEn) 
	);
	leftShift u1(
		.clk(PS2_CLOCK),
		.Data(PS2_DATA),
		.reset(resetEnableSREG),
		.dataOut(output_Wire_SREG),
		.characterSeen(outputKey),
		.timeoutEn(timeOutEn)
	);
endmodule
module controlPath(
	input reset,
	input lastBit,
	input clock_50,
	input [10:0] full_data, 
	input timeOut,
	output reg resetEnable,
	output reg keyFound,
	output reg idleTest,
	output reg beginTest,
	output reg parityTest,
	output reg timeoutTest
	);
	reg [2:0] current_state, next_state;
	localparam S_BEGIN = 3'd0,
				  S_IDLE = 3'd1,
				  S_TIMEOUT = 3'd2,
				  S_PARITY = 3'd3,
				  S_OUTPUT = 3'd4,
				  S_CLEAR = 3'd5;
	always@(*)
	begin: state_table
		case (current_state) 
			S_IDLE : next_state = (lastBit == 0)? S_PARITY : (timeOut? S_TIMEOUT : S_IDLE); 
			S_TIMEOUT : next_state = S_BEGIN;
			S_PARITY : next_state = (^full_data)? S_CLEAR : S_OUTPUT;
			S_OUTPUT : next_state = S_CLEAR;  
			S_CLEAR : next_state = S_BEGIN; 
		default : next_state = S_IDLE;
		endcase
	end  
	always@(*) 
	begin: enable_signals
		resetEnable = 1'b0;
		keyFound = 1'b0;
		idleTest = 1'b0;
		beginTest = 1'b0;
		parityTest = 1'b0;
		timeoutTest = 1'b0;
	case (current_state)
	  S_BEGIN : begin
		 resetEnable = 1'b1;
		 beginTest = 1'b1;
		 end
	  S_IDLE : begin
		 idleTest = 1'b1;
		 end
	  S_TIMEOUT : begin
		timeoutTest = 1'b1;
	   end
	  S_PARITY : begin
		 parityTest = 1'b1;
		 end 
	  S_OUTPUT : begin
		 keyFound = 1'b1;
	  	 end
	  S_CLEAR : begin
		 resetEnable = 1'b1;
		 end
		default: resetEnable = 1'b1;
	  endcase
	end  
	always@(posedge clock_50)
	begin: state_FFS
		if(reset)
			current_state <= S_BEGIN;
		else current_state <= next_state;
	end  
endmodule 
module leftShift(
	input clk,
	input Data,
	input reset,
	input clock_50,
	output reg [10:0] dataOut,
	output reg timeoutEn,
	output [7:0]  characterSeen
	);
	parameter timeOutTimer = 500000;				 
	assign characterSeen = dataOut[8:1];
	reg [20:0] timeOutCounter;
	reg countEn;
	always @ (negedge clk, posedge reset)
	begin
		if(reset == 1)
			dataOut = 11'b11111111111;
		else begin
			dataOut = dataOut >> 1;
			dataOut[10] = Data;
		end
	end
	always @ (posedge clock_50, posedge reset)
	begin
		if(reset == 1)
		begin
			timeOutCounter = 21'd0;
			timeoutEn = 1'b0;
			countEn = 1'b0;
		end
		else 
		begin
			if(clk == 0)
				countEn = 1'b1;
			if(countEn == 1)
				timeOutCounter = timeOutCounter + 1;
			if(timeOutCounter == timeOutTimer - 1);
				timeoutEn = 1'b1;
		end
	end
endmodule
==> impl_metrics.env <==
# implementation run metrics
export IMPL_status="finished, violations left"
export IMPL_violations="negative setup slack"
export IMPL_synth_distinct_cells=19
export IMPL_wl_per_cell_um=9.041
export IMPL_finalClockSkew_ps=6.546
export IMPL_postSynthCellCount=64
export IMPL_dp_slack_ps=-1105
export IMPL_crit_end="u3.cpath.current_state[4]$_DFF_P_"
export IMPL_yosysWarningCount=4
export IMPL_io_buffers=6
export IMPL_p_per_area_nw_per_um2=1603
export IMPL_core_um2=5075
export IMPL_wirelength_mm=1.555
export IMPL_finalMaxSlewViolations=0
export IMPL_cts_tree="done"
export IMPL_setup_viol=4
export IMPL_endpoint_kind="flop"
export IMPL_leakage_nw=0.5543
export IMPL_die_w_um=92
export IMPL_ys_chip_area_um2=798.3
export IMPL_tightest_slew_ps=372.6
export IMPL_pin_count=8
export IMPL_syn_area_um2=798.3
export IMPL_grt_pass1_wl_mm=2.815
export IMPL_fin_cells=172
export IMPL_area_growth_pct=49.84
export IMPL_final_area_um2=1196
export IMPL_synth_seq_share=0.6442
export IMPL_common_cells="11 x dfstp_2, 7 x nand2_1, 6 x nor2_1"
export IMPL_hold_viol=0
export IMPL_use_met1=0.05187
export IMPL_use_met2=0.05059
export IMPL_ys_dominant_reg_cell="dfstp_2"
export IMPL_reg2reg_slack_ps=-1200
export IMPL_crit_fanout=3
export IMPL_insertedDiodeCount=0
export IMPL_clk_pin_slew_ps=30
export IMPL_placementRows=26
export IMPL_drtPass1Iterations=4
export IMPL_top_cell="dfstp_2"
export IMPL_peakVddDrop_mv=0.6532
export IMPL_grt_busiest_layer="met1"
export IMPL_path_class="reg2reg"
export IMPL_layout_setup_ws_ps=-1196
export IMPL_ant_nets=0
export IMPL_async_flop_share=0.7619
export IMPL_edf_count=0
export IMPL_drive_above_1_share=0.3431
export IMPL_critPathLaunchType="flop"
export IMPL_untimed_endpoints=9
export IMPL_place_congestion=0.7991
export IMPL_ys_flops=21
export IMPL_warning_count=40
export IMPL_grt_overflow=0
export IMPL_drc=0
export IMPL_ys_cells=64
export IMPL_rsz0062_at_grt="true"
export IMPL_dp_hpwl_mm=1.144
export IMPL_yosys_area_top_type="dfstp_2"
export IMPL_total_power_mw=1.917
export IMPL_top_area_frac=0.3621
export IMPL_dpl_cell_area_um2=1056
export IMPL_globalRouteMet3Util=0.02801
export IMPL_rr_worst_depth=4
export IMPL_num_vias=574
export IMPL_postSynthAreaPerCell_um2=12.47
export IMPL_crit_start="u3.u1.dataOut[3]$_DFF_NN1_"
export IMPL_postCtsSetupBuffers=0
export IMPL_r2r_start="u3.u1.dataOut[3]$_DFF_NN1_"
export IMPL_maxCapViolations=0
export IMPL_die_size_y_um=92
export IMPL_required_ps=1160
export IMPL_fin_tns_setup_ps=-3125
export IMPL_grt_pass1_vias=643
export IMPL_maxSlewHeadroom=0.7481
export IMPL_unclocked_pins=5
export IMPL_dp_cells=154
export IMPL_synthTopCellsByArea="dfstp_2 36%, dfrtp_1 16%, dfxtp_1 13%"
export IMPL_crit_arrival_ps=2350
export IMPL_fp_util=0.1573
export IMPL_grt_max_degree=12
export IMPL_r2r_end="u3.cpath.current_state[4]$_DFF_P_"
export IMPL_viasPerCell=3.337
export IMPL_antenna_found_initial=0
export IMPL_grt_usage=0.04012
export IMPL_ctsHoldBuffers=0
export IMPL_drtIter0Drc=21
export IMPL_dieArea_um2=8464
export IMPL_hold_class="reg2reg"
==> per-stage QoR <==
stage,utilization,hold slack (ps)
2_1_floorplan,-,272.4
3_3_place_gp,0.2081,361.3
3_5_place_dp,0.2081,363.4
4_1_cts,0.2347,368.4
5_1_grt,0.2357,372.1
6_report,0.2357,366.8
==> sequential cells by signal, indices dropped and copies added (netlist names) <==
signal                  flops
flag_A                      1
flag_D                      1
flag_S                      1
flag_W                      1
isBreak                     1
u3.cpath.current_state      5
u3.u1.dataOut              11
==> layout by cell type, fill, tap and decap left out <==
cell              n
inv_1            16
buf_4            13
dfstp_2          11
nand2_1           7
nor2_1            6
clkbuf_8          6
clkdlybuf4s50_1   6
dfrtp_1           5
dfxtp_1           5
xnor2_1           4
mux2i_1           3
or3_1             3
nand4_1           3
xor2_1            2
xnor3_1           2
or4_1             1
or3_4             1
nor3b_2           1
or2_2             1
a21oi_2           1
nand3_1           1
nor4b_1           1
o21ai_0           1
clkbuf_1          1
buf_6             1
==> final cells by class <==
type                       instances  area, um^2
multi-input combinational         38       279.0
clock inverter                    12       45.04
fill                             552        3879
timing repair buffer              20       168.9
inverter                           4       15.01
tap                               70       87.58
clock buffer                       7       86.33
sequential                        21       514.2
==> per-layer routing <==
| metal | part of all wire | routed length (um) |
|---|---|---|
| met1 | 0.49 | 766 |
| met2 | 0.40 | 623 |
| met3 | 0.095 | 148 |
| met4 | 0.011 | 17 |
| met5 | 0 | 0 |
==> critical path, cell delays in order, from the launching register on <==
cell	delay [ps]
dfstp_2	520
xnor3_1	400
xnor3_1	240
or3_1	320
nand3_1	70
==> logic make-up after synthesis <==
kind of cell / after synthesis / synth area share
compound gates: 2 / 0.01253
flops: 21 / 0.6442
buf+inv: 5 / 0.02351
mux: 3 / 0.03762
xor+xnor: 8 / 0.1223
simple gates: 25 / 0.1599
==> where the power goes <==
part	internal, mW	switching [mW]	leakage [nW]	total [mW]
clock network	0.602	0.353	0.108	0.955
logic	0.127	0.100	0.236	0.227
registers	0.712	0.0228	0.210	0.735
total	1.44	0.475	0.554	1.92
==> worst min-delay path by stage <==
| stage | from | end | slack, ps | depth (start not counted) |
|---|---|---|---|---|
| after CTS | u3.u1.dataOut[9]$_DFF_NN1_ | u3.u1.dataOut[8]$_DFF_NN1_ | 370 | 0 |
| after global routing | u3.u1.dataOut[10]$_DFF_NN1_ | u3.u1.dataOut[9]$_DFF_NN1_ | 370 | 0 |
| final | u3.u1.dataOut[9]$_DFF_NN1_ | u3.u1.dataOut[8]$_DFF_NN1_ | 370 | 0 |
==> what timing repair did <==
| item | 4_1_cts | 5_1_grt |
|---|---|---|
| cloned | 0 | 0 |
| gates resized | 2 | 1 |
| pin swaps | 0 | 0 |
| endpoints found under the setup margin | 4 | 4 |
No activity file was given, so power comes from the tool's default toggle rates.
