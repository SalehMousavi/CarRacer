## /design/flow/config.mk

```make
export PLATFORM = sky130hd
export DESIGN_NAME = speedToHex
export DESIGN_NICKNAME = speedToHex
export VERILOG_FILES = /design/flow/design.v
export SDC_FILE = /design/flow/constraint.sdc
export NUM_CORES = 4
export LEC_CHECK = 1
export CORE_AREA = 10 10 87 87
export DIE_AREA = 0 0 97 97
```

## /design/flow/constraint.sdc

```tcl
current_design speedToHex

set clk_period 13.3
set clk_io_pct 0.2

create_clock -name clk0 -period $clk_period

set non_clock_inputs [all_inputs -no_clocks]
set_input_delay [expr $clk_period * $clk_io_pct] -clock clk0 $non_clock_inputs
set_output_delay [expr $clk_period * $clk_io_pct] -clock clk0 [all_outputs]
```

## /design/flow/design.v

```verilog
`timescale 1ns / 1ns
module speedToHex(
    input [6:0] speed,
    input Clock,
    input DisplayEnable,
    output reg [6:0] Digit1,
    output reg [6:0] Digit2,
    output reg [6:0] Digit3
); 
localparam  NOTHING        = 7'b1111111,
            ZERO           = 7'b0000001,
            ONE            = 7'b1001111,
            TWO            = 7'b0010010,
			THREE	       = 7'b0000110,
            FOUR           = 7'b1001100,
            FIVE           = 7'b0100100,
            SIX            = 7'b0100000,
            SEVEN          = 7'b0001111,
            EIGHT          = 7'b0000000,
            NINE           = 7'b0000100;
reg [6:0] absSpeed;
reg [3:0] OnesDigit;
reg [3:0] TensDigit;
always@(*)
begin
    if(speed < 7'd27) 
        absSpeed = 7'd27 - speed;
    else
        absSpeed = speed - 7'd27;
    OnesDigit = absSpeed % 10;
    TensDigit = (absSpeed / 10) % 10;
    if(absSpeed == 7'd100) 
        Digit1 = ONE;
    else 
        Digit1 = ZERO;
    case(TensDigit)
        0: Digit2 = ZERO;
        1: Digit2 = ONE;
        2: Digit2 = TWO;
        3: Digit2 = THREE;
        4: Digit2 = FOUR;
        5: Digit2 = FIVE;
        6: Digit2 = SIX;
        7: Digit2 = SEVEN;
        8: Digit2 = EIGHT;
        9: Digit2 = NINE;
    endcase
    case(OnesDigit)
        0: Digit3 = ZERO;
        1: Digit3 = ONE;
        2: Digit3 = TWO;
        3: Digit3 = THREE;
        4: Digit3 = FOUR;
        5: Digit3 = FIVE;
        6: Digit3 = SIX;
        7: Digit3 = SEVEN;
        8: Digit3 = EIGHT;
        9: Digit3 = NINE;
    endcase
    if(!DisplayEnable)
    begin 
        Digit1 = NOTHING;
        Digit2 = NOTHING;
        Digit3 = NOTHING;
    end
end
endmodule
```

## /design/flow/run.sh

```bash
#!/bin/bash
# OpenROAD 26Q1-2900-gdf79404cd8, Yosys 0.63+post, stock flow scripts
make -C /OpenROAD-flow-scripts/flow DESIGN_CONFIG=/design/flow/config.mk WORK_HOME=/design/flow/orfs finish
```

==> summary.txt <==
Dominant comb cell - AND-OR/OR-AND gates
Number of synthesized flops with an enable pin - 0
Post-synth area from yosys stat - 0.00176 mm2
Biggest area cells - dlxtn_1 12%, ha_1 4.3%, o21ai_0 4.3%, nor2_1 4.1%, nand2_1 3.8%
WHS Path Cells - 4
ANT cells - 0
Number of global-route vias before repair - 1669
Met1 Resource Use GR - 13.9%
Post-CTS setup buffer count - 0
Setup TNS Final - 0 ns
Cycle use final - 59.5%
Worst VDD drop - 0.0174 mV
Normalized max-slew margin - 57.1%
Met3 Use GR - 0.645%
Run status - finished, final reports clean
DR pass1 iterations - 4
Die area - 0.00941 mm2
Area leader, netlist - dlxtn_1
Mapped Area - 0.00176 mm2
Count leader, synth - nor2_1
Top cell type's share of synthesized area - 12.0%
Area growth syn-to-layout - 14.7%
Post_cts resized - 0
Antenna violations before repair - 0
Post-synthesis simple-gate area fraction - 26.8%
Die Wd - 97 um
Layout cells sized above 1 - 10.5%
Final WL - 4480 um
Hold Fails Final Rpt - 0
Adder share - 4.27%
Largest net degree at the start of global routing - 19
Avg Cell Area, Syn - 7.51 um2
DRC Markers - 0
Max cap viols - 0
Critical path launch point type - input pin
Post-synth ARST share - 0%
Final core utilization - 35.7%
YS warnings - 1
GRT Overall Usage - 9.47%
CP Max Fanout - 18
Core Box Area - 0.00564 mm2
Minimum clock period - 7.91 ns
RSZ-0062 raised after global routing - false
Starting Density - 31.1%
First-pass GRT wire length - 8210 um
Wire length per cell - 14.0 um
Post-Synth XOR/XNOR Area - 2.49%
Hold Crit Class - in2out
Fmax - 126 MHz
Gr busiest metal - met2
GR Overflow Total - 0
Worst EP required - 10.64 ns
Via count - 1797
Arr. time, crit path - 5.25 ns
Num ports - 30
Mapped Cells - 234
Pwr dens - 59.0 mW/mm2
Std-Cell Rows - 27
Max-slew violations - 0
Ys cells - 234
Top cells by count, synth - 19 x nor2_1, 18 x nand2_1, 15 x o21ai_0
Final ANT Viol Nets - 0
Detail Placement HPWL - 3650 um
Initial DRC Count - 92
Cts hold-fix bufs - 0
CP endpoint kind - primary output
Post-synth mux share - 4.27%
Die height - 97 um
Dominant flop cell - dlxtn_1
Worst-margin pin slew - 0.636 ns
Area fraction in compound gates - 41.5%
Post-synth cell types - 79
DR vias/cell - 5.62
Routability Congestion - 0.933
Endpoints left unconstrained - 28
Post-synth regs - 14
Final Setup Violations - 0
LEAKAGE - 0.747 nW
# port buffers - 28
Register pins left without a clock - 14
GR Layer Usage met2 - 15.5%
Tool Warnings - 35
Setup CP Type - in2out
## worst max-delay path, stage by stage
cell and delay, ns:
clkdlybuf4s50_1 0.84, nand2_2 0.25, nor2_1 0.33, o22ai_1 0.21, o21ai_0 0.41, clkdlybuf4s50_1 0.55
## path summary, 6_finish.rpt
path | startpoint | end | slack, ns
max | speed[4] | Digit1[3] | 5.39
min | speed[2] | Digit1[1] | 6.68
## metrics by stage
stage	hold WS (ns)	setup WS [ns]	power (mW)	cells	instance area [um2]
2_1_floorplan	5.48	6.77	0.0981	234	1760
3_3_place_gp	6.69	5.38	0.118	320	2020
3_5_place_dp	6.70	5.35	0.118	320	2020
4_1_cts	6.70	5.34	0.119	320	2020
5_1_grt	6.78	5.09	0.134	320	2020
6_report	6.68	5.39	0.119	320	2020
## cell usage in the layout (no fill, tap or decap), drive strengths merged, types with 3 or more instances in the layout
cell,instances
a211oi,8
a21o,3
a21oi,14
and2,5
clkdlybuf4s50,28
dlxtn,14
ha,6
inv,7
mux2i,6
nand2,20
nand3,4
nand4,5
nor2,22
nor2b,3
nor3,8
o21a,10
o21ai,17
o311ai,3
o31ai,4
or3,4
or3b,3
xnor2,5
## registers in the layout, summed over array words and instances (netlist names)
name    flops
Digit3      7
Digit2      7
## report_power, final
part / switching, mW / internal [mW]
Combinational: 0.0664 / 0.0458
Clock: 0 / 0
Sequential: 0.000199 / 0.00660
## cell type report
type | count | area (um2)
Timing Repair Buffer | 29 | 288
Sequential cell | 14 | 210
Inverter | 8 | 30.0
Tap cell | 72 | 90.1
Fill cell | 602 | 3630
Multi-Input combinational cell | 197 | 1400
## cell families after synthesis
family | count (synthesis)
AOI/OAI and AO/OA | 93
xor gates and xnor gates | 5
adders and majority gates | 6
buffers and inverters | 23
latches | 14
muxes | 7
other | 1
and+or+nand+nor | 85
## metal layers
layer / wire length (um) / part of all wire (%)
met1: 2180 / 49
met4: 0 / 0
met5: 0 / 0
met2: 2090 / 47
met3: 214 / 4.8
Power and IR drop assume default switching activity.
